==> ./design.v <==
`timescale 1ns/1ps
module ife_dependence_checker #(
  parameter int INSTR_WIDTH = 32,
  parameter int REG_ADDR_WIDTH = 5,
  parameter int BLOCK_SIZE = 4
)(
  input  logic [BLOCK_SIZE-1:0][INSTR_WIDTH-1:0] instrs_in,
  input  logic [BLOCK_SIZE-1:0] valid_in,
  output logic is_safe
);
  logic [BLOCK_SIZE-1:0][REG_ADDR_WIDTH-1:0] rd, rs1, rs2;
  logic [BLOCK_SIZE-1:0] uses_rd, uses_rs1, uses_rs2;
  for (genvar i = 0; i < BLOCK_SIZE; i++) begin
    assign rd[i]      = instrs_in[i][11:7];
    assign rs1[i]     = instrs_in[i][19:15];
    assign rs2[i]     = instrs_in[i][24:20];
    assign uses_rd[i]  = |rd[i];
    assign uses_rs1[i] = |rs1[i];
    assign uses_rs2[i] = |rs2[i];
  end
  logic hazard_detected;
  always_comb begin
    hazard_detected = 1'b0;
    for (int i = 0; i < BLOCK_SIZE; i++) begin
      if (!valid_in[i]) continue;
      for (int j = 0; j < i; j++) begin
        if (!valid_in[j]) continue;
        if (uses_rs1[i] && rs1[i] == rd[j] && rd[j] != 0)
          hazard_detected = 1'b1;
        if (uses_rs2[i] && rs2[i] == rd[j] && rd[j] != 0)
          hazard_detected = 1'b1;
        if (uses_rd[i] && rd[i] == rd[j] && rd[i] != 0)
          hazard_detected = 1'b1;
        if (uses_rd[j] && (rs1[i] == rd[j] || rs2[i] == rd[j]) && rd[j] != 0)
          hazard_detected = 1'b1;
      end
    end
  end
  assign is_safe = !hazard_detected;
endmodule
==> ./run.sh <==
#!/bin/bash
# OpenROAD 26Q1-2900-gdf79404cd8, Yosys 0.63+post, stock flow scripts
make -C /OpenROAD-flow-scripts/flow DESIGN_CONFIG=/design/flow/config.mk WORK_HOME=/design/flow/orfs finish
==> ./config.mk <==
export PLATFORM = sky130hd
export DESIGN_NAME = ife_dependence_checker
export DESIGN_NICKNAME = ife_dependence_checker
export VERILOG_FILES = /design/flow/design.v
export SDC_FILE = /design/flow/constraint.sdc
export NUM_CORES = 4
export LEC_CHECK = 1
export CORE_AREA = 10 10 95 95
export DIE_AREA = 0 0 105 105
export SYNTH_HDL_FRONTEND = slang
==> ./constraint.sdc <==
current_design ife_dependence_checker

set clk_period 2.2
set clk_io_pct 0.2

create_clock -name clk0 -period $clk_period

set non_clock_inputs [all_inputs -no_clocks]
set_input_delay [expr $clk_period * $clk_io_pct] -clock clk0 $non_clock_inputs
set_output_delay [expr $clk_period * $clk_io_pct] -clock clk0 [all_outputs]
==> results.sh <==
# physical design summary
export IMPL_status="finished with violations"
export IMPL_violations="setup timing"
export IMPL_core_area_um2=6910
export IMPL_wirelength_um=4970
export IMPL_warning_count=112
export IMPL_ys_seq_share=0
export IMPL_powerDensity_nw_per_um2=192
export IMPL_rows=30
export IMPL_crit_required_ns=1.76
export IMPL_hold_class="in2out"
export IMPL_end_kind="primary output"
export IMPL_crit_slowest_cell="or4_4"
export IMPL_place_area_um2=2080
export IMPL_intPower_uw=238
export IMPL_wl_per_cell_um=14.9
export IMPL_p_leak_uw=0.000808
export IMPL_relSlewSlack=0.804
export IMPL_initCoreUtil=0.179
export IMPL_power_switching_uw=191
export IMPL_areaGrowthSynthToFinish_pct=80.2
export IMPL_synth_warnings=0
export IMPL_clkPwrFrac=0
export IMPL_start_kind="input pin"
export IMPL_clkbuf_count=0
export IMPL_final_cell_mix="48 x xnor2_1, 40 x xor2_1, 36 x clkdlybuf4s50_1"
export IMPL_switching_share=0.445
export IMPL_setup_viol_count_final=1
export IMPL_cp_slowest_stage_delay_ns=0.54
export IMPL_logic_area_um2=1260
export IMPL_die_width_um=105
export IMPL_detail_route_antenna_nets=0
export IMPL_yosysChipArea_um2=1230
export IMPL_fin_crit_ns=2.50
export IMPL_path_cells="buf_6 -> or4_4 -> nor2_4 -> nor4_4 -> o311ai_2 -> nand4_1 -> a21oi_2 -> buf_2"
export IMPL_seqPwrFrac=0
export IMPL_layout_top_cell="xnor2_1"
export IMPL_port_buffers=55
export IMPL_synthCells=161
export IMPL_syn_avg_cell_area_um2=7.67
export IMPL_fin_ws_ns=-0.296
export IMPL_drive_gt1_frac=0.278
export IMPL_place_hpwl_um=4080
export IMPL_p_comb_frac=1.000
export IMPL_fp_dieArea_um2=11000
export IMPL_diodes=0
export IMPL_area_leaders="xnor2_1 34%, xor2_1 30%, nor4_1 7.1%"
export IMPL_critPathMaxFanout=4
export IMPL_yosys_cells=161
export IMPL_grt_antenna_before_repair=0
export IMPL_finish_instance_area_um2=2230
export IMPL_final_cells=333
export IMPL_fmax_mhz=401
export IMPL_via_count=1352
export IMPL_grt_total_usage=0.0861
export IMPL_regArea_um2=0
export IMPL_fill_cells=723
export IMPL_finalMaxSlewViolations=0
export IMPL_drc=0
export IMPL_ios=133
export IMPL_netlist_area_leader_share=0.340
export IMPL_die_h_um=105
export IMPL_yosysUniqueCellTypes=23
export IMPL_rsz0062_at_grt="yes"
export IMPL_utilization=0.322
export IMPL_overflow=0
export IMPL_seq_cells=0
export IMPL_dpl_cell_count=330
export IMPL_finalCritPeriodShare=1.13
export IMPL_cap_violations=0
export IMPL_worst_ep_arrival_time_ns=2.06
export IMPL_first_pass_iters=4
export IMPL_critPathKind="in2out"
export IMPL_grt_pass1_vias=1439
export IMPL_routabilityCongestion=0.951
export IMPL_drtIter0Drc=21
export IMPL_grt_max_degree=12
export IMPL_tightest_slew_ns=0.294
export IMPL_post_synth_top_area_cell="xnor2_1"
export IMPL_syn_area_um2=1230
export IMPL_grt_first_pass_wirelength_um=7850
export IMPL_routed_via_density=4.06
export IMPL_finalHoldViolCount=0
export IMPL_ir_worst_vdd_mv=0.0365
==> path summary, 6_finish.rpt <==
| kind | start | end | slack, ns | cells after the start |
|---|---|---|---|---|
| max | instrs_in[9] | is_safe | -0.30 | 8 |
| min | instrs_in[39] | is_safe | 1.53 | 7 |
==> cell type report <==
type,instances,share of cell area
Timing Repair Buffer,91,0.378
Tap cell,96,0.0540
Multi-Input combinational cell,146,0.568
==> metal layers <==
metal  vias to the layer above  share of wire  routed length (µm)  GRT usage
met4                         0         0.0044                  22    0.00588
li1                        701              -                   -          -
met5                         -              0                   0          0
met1                       614           0.44                2180      0.107
met2                        34           0.50                2500      0.154
met3                         3          0.053                 264     0.0186
==> worst max-delay path: cells and delay by family <==
family,cells,cell delay (ns)
and+or+nand+nor,4,1.01
buffers and inverters,2,0.20
AOI/OAI and AO/OA,2,0.40
==> metrics by stage <==
| step | setup TNS [ns] | total power [µW] | hold slack (ns) | setup slack (ns) |
|---|---|---|---|---|
| after floorplan | 0 | 206 | 0.899 | 0.00254 |
| after global placement | -0.981 | 404 | 1.95 | -0.981 |
| after detailed placement | -0.990 | 405 | 1.94 | -0.990 |
| after CTS | -0.301 | 414 | 1.62 | -0.301 |
| after global routing | -0.387 | 463 | 1.58 | -0.387 |
| final | -0.296 | 428 | 1.53 | -0.296 |
==> power groups by stage <==
stage	sequential [µW]	combinational [µW]	clock (µW)
after global routing	0	463	0
after CTS	0	414	0
final	0	428	0
==> what timing repair did <==
item	CTS	global route
cloned	0	1
pin swaps	14	18
buffers inserted	1	1
gates resized	51	19
setup endpoints to repair	1	1
hold buffers	0	0
==> logic make-up after synthesis <==
| group | synth area share |
|---|---|
| AOI/OAI and AO/OA | 0.0486 |
| and+or+nand+nor | 0.232 |
| xor gates and xnor gates | 0.638 |
| buffers and inverters | 0.0810 |
==> synth_stat cells <==
master	n
xnor2_1	48
xor2_1	42
nand3_1	17
nor4_1	14
buf_2	5
clkbuf_1	5
buf_6	3
nand2_1	3
nand4_1	3
nor3_1	3
o311ai_1	3
nor2_1	2
nor2_4	2
or4_4	2
a211o_1	1
a21oi_1	1
a21oi_2	1
buf_4	1
buf_8	1
nand4b_1	1
o21ai_0	1
o22ai_1	1
or4_1	1
Power and IR drop assume default switching activity.
